==> design.v <==
module alu(
    input logic clk,
    input logic in_alu,
    input logic[31:0] operand1,
    input logic[31:0] operand2,
    input logic [5:0]operation,
    input logic[5:0]op,
    input logic [4:0]shamt,
    output logic[31:0] result,
    output logic out_alu
);
logic [31:0]ii=0;
logic [31:0]g=0;
logic flag_shift=1'b0;
logic flag_del =1'b0;
logic flag_shift2 = 1'b0;
logic [31:0]operand1_use;
logic [31:0]R;
logic [31:0]Ri=0;
logic signed [31:0]D;
always_ff @(posedge clk)
begin
if(in_alu==1'b1)
begin
    case(operation)
        6'b001101:
        begin
            result <= operand1+operand2;
            out_alu <= 1'b1;
        end
        6'b000001:
        begin
            result <= operand1-operand2;
            out_alu <= 1'b1;
        end
        6'b000010:
        begin
            if(flag_shift==1'b0)
            begin
                ii<=operand2;
            end
            flag_shift<=1'b1;
            operand1_use<=operand1;
            if(flag_shift==1'b1)
            begin
                operand1_use<={operand1_use[14:0],1'b0};
                ii<=ii-1;
                if(ii==0)
                begin
                    result<=operand1_use;
                    out_alu <= 1'b1;
                    flag_shift<=1'b0;
                end
            end
        end
        6'b000011:
        begin
            if(flag_shift==1'b0)
            begin
                ii<=shamt;
            end
            flag_shift<=1'b1;
            operand1_use<=operand1;
            if(flag_shift==1'b1)
            begin
                operand1_use<={1'b0,operand1_use[15:1]};
                ii<=ii-1;
                if(ii==0)
                begin
                    result<=operand1_use;
                    out_alu <= 1'b1;
                    flag_shift<=1'b0;
                end
            end
        end
        6'b000100:
        begin
            result<=operand1<operand2; 
            out_alu<=1'b1;
        end
        6'b000101:
        begin
            result<=operand1>operand2; 
            out_alu<=1'b1;
        end
        6'b000110:
        begin
            result<=(operand1==operand2); 
            out_alu<=1'b1;
        end
        6'b000111: 
        begin
            if(flag_shift==1'b0)
            begin
                ii<=shamt;
            end
            flag_shift<=1'b1;
            operand1_use<=operand1;
            if(flag_shift==1'b1)
            begin
                operand1_use<={operand1_use[15],operand1_use[15:1]};
                ii<=ii-1;
                if(ii==0)
                begin
                    result<=operand1_use;
                    out_alu <= 1'b1;
                    flag_shift<=1'b0;
                end
            end
        end
        6'b001000: 
        begin
            if(flag_shift==1'b0)
            begin
                ii<=shamt;
            end
            flag_shift<=1'b1;
            operand1_use<=operand1;
            if(flag_shift==1'b1)
            begin
                operand1_use<={operand1_use[14:0],operand1_use[15]};
                ii<=ii-1;
                if(ii==0)
                begin
                    result<=operand1_use;
                    out_alu <= 1'b1;
                    flag_shift<=1'b0;
                end
            end
        end
        6'b001001: 
        begin
            if(flag_shift==1'b0)
            begin
                ii<=shamt;
            end
            flag_shift<=1'b1;
            operand1_use<=operand1;
            if(flag_shift==1'b1)
            begin
                operand1_use<={operand1_use[0],operand1_use[15:1]};
                ii<=ii-1;
                if(ii==0)
                begin
                    result<=operand1_use;
                    out_alu <= 1'b1;
                    flag_shift<=1'b0;
                end
            end
        end
        6'b001010: 
        begin
            if(flag_shift==1'b0)
            begin
                ii<=shamt;
            end
            flag_shift<=1'b1;
            operand1_use<=operand1;
            if(flag_shift==1'b1)
            begin
                operand1_use<={operand1_use[14:0],operand1_use[15]};
                ii<=ii-1;
                if(ii==0)
                begin
                    result<=operand1_use;
                    out_alu <= 1'b1;
                    flag_shift<=1'b0;
                end
            end
        end
        6'b001011: 
        begin
            result<=operand1*operand2;
            out_alu<=1'b1;
        end
        6'b001100: 
        begin
            if(flag_shift2==1'b0)
            begin
                D<=(operand1-operand2);
                flag_shift2<=1'b1;
                ii<=0;
            end
            if(flag_shift2==1'b1)
            begin
                if(D>=0)
                begin
                    ii<=ii+1;
                    D<=D-operand2;
                end
                if(D<0)
                begin
                    result<=ii;
                    flag_shift2<=1'b0;
                    out_alu<=1'b1;
                end 
            end
        end
    endcase
    if (out_alu==1'b1)
    begin
        out_alu<=1'b0;
    end
end
end
endmodule
==> run.sh <==
#!/bin/bash
# OpenROAD 26Q1-2900-gdf79404cd8, Yosys 0.63+post, stock flow scripts
make -C /OpenROAD-flow-scripts/flow DESIGN_CONFIG=/design/flow/config.mk WORK_HOME=/design/flow/orfs finish
==> config.mk <==
export PLATFORM = sky130hd
export DESIGN_NAME = alu
export DESIGN_NICKNAME = alu
export VERILOG_FILES = /design/flow/design.v
export SDC_FILE = /design/flow/constraint.sdc
export NUM_CORES = 4
export LEC_CHECK = 1
export CORE_UTILIZATION = 50
==> constraint.sdc <==
current_design alu

set clk_period 13.9
set clk_io_pct 0.2

create_clock -name clk0 -period $clk_period [get_ports {clk}]

set non_clock_inputs [all_inputs -no_clocks]
set_input_delay [expr $clk_period * $clk_io_pct] -clock clk0 $non_clock_inputs
set_output_delay [expr $clk_period * $clk_io_pct] -clock clk0 [all_outputs]
==> PnR_summary.wiki <==
== Flow metrics ==
{| class="wikitable"
! Metric !! Value
|-
| Run status || finished, final reports clean
|-
| Most used cell, CP || fa_1
|-
| Depth of the worst register-to-register path || 11
|-
| Fraction of the mapped netlist area in compound gates || roughly 14%
|-
| Setup Skew || 14.1 ps
|-
| Crit. Startpoint || operand1[13]
|-
| Post-Syn Instances || approximately 3,300
|-
| Largest fanout of any net on the critical path || 15
|-
| Number of endpoints failing setup at the final stage || 0
|-
| Yosys stat cell total || between 3,000 and 4,000
|-
| Combined area of all synthesized cells || around 28,000 um2
|-
| Endpoint required time on the critical path || ~14,000 ps
|-
| Total cell area reported by yosys after synthesis || ~28,000 um2
|-
| Distinct lib cells used || slightly below 90
|-
| Delay of the slowest cell on the worst path || approximately 800 ps
|-
| Vias after detailed routing || between 20,000 and 25,000
|-
| Slew at the pin closest to its max-slew limit || 792 ps
|-
| Type of the most critical hold path || reg2reg
|-
| Total half-perimeter wirelength after legalization and detailed placement || between 70,000 and 80,000 um
|-
| Number of buffers created by CTS || 17
|-
| H-tree levels || 4
|-
| Tally of non-filler cells in the final layout || 4,029
|-
| Synthesized-area fraction occupied by xor and xnor cells || around 6.3%
|-
| Timing-limited maximum frequency || approximately 90 MHz
|-
| Top cell type by instance count after synthesis || inv_1
|-
| Std cell rows || about 87
|-
| Unrepaired setup endpoints after global routing || false
|-
| Stage-log warning count || 64
|-
| CP Depth || 26
|-
| Crit Reg-Reg Endpoint || D[29]$_DFFE_PP_
|-
| Count of nets left with antenna violations after detail routing || 0
|-
| Average wire per standard cell || 24.4 um
|-
| CP Data Arrival Time || between 10,000 and 15,000 ps
|-
| Number of violations of the max-capacitance limit || 0
|-
| Clock tree from TritonCTS || yes
|-
| Worst R2R Start || D[1]$_DFFE_PP_
|-
| Sink Count || approximately 130
|-
| Wire length of the first global-routing pass || around 150,000 um
|-
| Overall fraction of global-route tracks in use || a little under two fifths
|-
| List of most frequent post-synthesis cells || 449 x inv_1, 411 x fa_1, 353 x nand2_1
|-
| Library cell occupying the most area in the post-synthesis netlist || fa_1
|-
| Sort of element at the start of the critical path || primary input
|-
| Predominant post-synthesis flop cell || edfxtp_1
|-
| Fraction of the mapped netlist area in adder cells || a little under 40%
|-
| Leftover overflow at the end of global routing || 0
|-
| Final Hold Violation Tally || 0
|-
| Clock root buffer master || clkbuf_16
|-
| Number of resized instances in the post-cts repair step || 0
|-
| Number of I/O port buffers || between 100 and 150
|-
| Dominant cell area share || 28.9%
|-
| Multiplexer fraction of the synthesized cell area || 0.898%
|-
| Count of library flops with an enable pin || 131
|-
| Number of slew-limit violations in the final report || 0
|-
| Die area || slightly below 60,000 um2
|-
| Number of violations reported at the end of detailed-routing iteration 0 || between 1,500 and 2,000
|-
| CTS clk-pin slew, worst paths || ~60 ps
|-
| Drt drc || 0
|-
| Per-instance average area after synthesis || about 8.7 um2
|-
| Critical Path End || result[31]$_DFFE_PP_
|-
| Drt total wl || approximately 100,000 um
|-
| Final total negative setup slack || 0 ps
|-
| Layout area overhead || 8.52%
|-
| Largest buffer count on any clock path || 2
|-
| Dominant kind of combinational cell || adder cells
|-
| Y dimension of the die || about 240 um
|-
| Worst relative slew slack || between 40% and 50%
|-
| Avg Vias per Cell || between 5 and 6
|-
| Number of ports placed on the die boundary || ~120
|-
| Late-Pin Clk Latency || roughly 450 ps
|-
| Share of flip-flops with an asynchronous set or reset || 0%
|-
| Layout cell share with drive strength beyond 1 || about 4.4%
|-
| Cell with the largest stage delay on the worst path || clkdlybuf4s50_1
|-
| Number of buffers inserted for hold repair after clock tree synthesis || 0
|-
| Buffers inserted by post-CTS timing repair || 0
|-
| Final critical path time including I/O delays and setup || around 11,000 ps
|-
| Family of cells with the greatest summed delay on the critical path || adder cells
|-
| Worst path buffer plus inverter count || 6
|-
| Category of the worst setup path capture point || flip-flop
|-
| And+or+nand+nor area frac || between 10% and 20%
|-
| Dpl cells || between 3,000 and 4,000
|-
| Die span in x || ~240 um
|-
| Register-to-register setup slack || 10,170 ps
|-
| Total number of yosys warnings || 1
|-
| Final clock period utilization by the worst path || around four fifths
|-
| Router iterations before antenna repair || 7
|-
| Pin count of the biggest net entering global routing || 68
|-
| Share of synthesized area occupied by flip-flops and latches || around 14%
|-
| Number of synthesized register bits || about 130
|-
| Cell area leaders || fa_1 29%, edfxtp_1 14%, ha_1 9.7%, inv_1 5.9%, and2_1 5.8%
|-
| Fraction of the core area occupied by cells at floorplan || between 50% and 60%
|-
| Category of the critical setup timing path || in2reg
|-
| Number of global-route vias before repair || approximately 24,000
|-
| Routability Congestion || 1.00
|-
| Area of the placeable core || around 56,000 um2
|-
| Antenna violations before repair || 5
|}
==> worst reg2reg max path, cell delays in order, from the launching register on <==
cell	delay [ps]
edfxtp_1	410
ha_1	300
nor2b_1	140
o31a_1	310
o31ai_2	420
a31o_2	300
a31oi_1	240
a221oi_2	580
o21ai_1	220
a31oi_1	290
mux2i_1	210
nand2_1	70
==> cells in the final DEF, fill, tap and decap left out, types with 16 or more instances in the layout <==
cell,count
nor2_1,179
nand2_1,353
o21bai_1,19
inv_1,449
o21ai_0,79
nand3_1,40
a21o_1,28
o21a_1,19
o21ai_1,19
xor2_1,74
a31oi_1,23
buf_4,71
o211ai_1,19
a211oi_1,16
edfxtp_1,131
ha_1,220
nor2b_1,33
and2_1,262
nor3_1,44
clkbuf_16,17
a21oi_1,159
clkdlybuf4s50_1,108
mux2i_1,21
and3_1,25
xnor2_1,130
a22oi_1,21
o22ai_1,41
fa_1,411
a221oi_1,19
nand2b_1,30
o31ai_1,18
==> worst min path at each step <==
stage                        to  cells past startpoint                  start  slack [ps]
4_1_cts   out_alu$_SDFFCE_PP0P_                      1  out_alu$_SDFFCE_PP0P_         610
5_1_grt   out_alu$_SDFFCE_PP0P_                      1  out_alu$_SDFFCE_PP0P_         620
6_report  out_alu$_SDFFCE_PP0P_                      1  out_alu$_SDFFCE_PP0P_         610
==> through the flow <==
| stage | setup WS (ps) | util [%] | hold WS [ps] | cell area [um2] |
|---|---|---|---|---|
| 6_report | 2550 | 54.8 | 607 | 30900 |
| 4_1_cts | 2580 | 54.8 | 615 | 30800 |
| 2_1_floorplan | 4320 | - | 501 | 28400 |
| 5_1_grt | 2250 | 54.8 | 619 | 30800 |
| 3_5_place_dp | 2120 | 53.8 | 602 | 30300 |
| 3_3_place_gp | 2160 | 53.8 | 605 | 30300 |
==> registers in the layout, summed over array words and instances (netlist names) <==
signal        cells
flag_shift2       1
operand1_use     32
out_alu           1
D                32
result           32
ii               32
flag_shift        1
==> kinds of logic after synthesis <==
family	Yosys count
compound gates	573
xor+xnor	204
fa+ha+maj	631
buf+inv	650
flops	131
mux	25
simple gates	1039
==> final cells by class <==
class,count,area [um2]
clock buffers,17,425
diodes,1,2.50
multi-input cells,2472,22100
inverters,457,1720
fillers,5023,25400
flip-flops and latches,131,3930
clock inverters,15,139
well taps,756,946
repair buffers,180,1620
==> layer usage <==
| metal | vias up | routed length [um] | share of wire [%] | track usage (%) |
|---|---|---|---|---|
| met1 | 11600 | 38500 | 39 | 52.6 |
| met5 | - | 177 | 0.18 | 3.03 |
| met4 | 6 | 4130 | 4.2 | 11.8 |
| met3 | 198 | 11100 | 11 | 15.2 |
| li1 | 10700 | - | - | - |
| met2 | 1071 | 44300 | 45 | 55.9 |
